==> flow/design.v <==
`timescale 1ns/1ps
module arbiter_wrr_lock #(
    parameter int NUM_CLIENTS  = 4,
    parameter int WEIGHT_WIDTH = 4
) (
    input  wire                                         clk,
    input  wire                                         rst_n,
    input  wire [NUM_CLIENTS-1:0]                       i_req,
    input  wire [NUM_CLIENTS-1:0]                       i_lock,
    input  wire [NUM_CLIENTS*WEIGHT_WIDTH-1:0]          i_weight,
    output logic [NUM_CLIENTS-1:0]                      o_gnt
);
    logic [NUM_CLIENTS-1:0][WEIGHT_WIDTH-1:0] weight_packed;
    logic [NUM_CLIENTS-1:0]          current_gnt;
    logic [$clog2(NUM_CLIENTS)-1:0]  current_ptr;
    logic [WEIGHT_WIDTH-1:0]         weight_cnt;
    logic                            is_active;
    logic                            keep_current;
    logic                            found_next;
    logic [$clog2(NUM_CLIENTS)-1:0]  next_ptr_search;
    logic [NUM_CLIENTS-1:0]          next_gnt_search;
    logic [WEIGHT_WIDTH-1:0]         next_weight_val;
    assign weight_packed = i_weight;
    always_comb begin
        if (is_active && i_req[current_ptr]) begin
            if (i_lock[current_ptr]) begin
                keep_current = 1'b1;
            end 
            else if (weight_cnt > 0) begin
                keep_current = 1'b1;
            end 
            else begin
                keep_current = 1'b0;  
            end
        end else begin
            keep_current = 1'b0;  
        end
    end
    always_comb begin
        logic already_found; 
        found_next      = 1'b0;
        next_ptr_search = '0;
        next_gnt_search = '0;
        already_found   = 1'b0;
        for (int i = 1; i <= NUM_CLIENTS; i++) begin
            int idx;
            idx = int'(current_ptr) + i;
            if (idx >= NUM_CLIENTS) begin
                idx = idx - NUM_CLIENTS;
            end
            if (i_req[idx] && !already_found) begin
                found_next           = 1'b1;
                next_ptr_search      = idx[$clog2(NUM_CLIENTS)-1:0];
                next_gnt_search      = '0;
                next_gnt_search[idx] = 1'b1;
                already_found        = 1'b1;  
            end
        end
    end
    always_comb begin
        next_weight_val = weight_packed[next_ptr_search];
    end
    always_ff @(posedge clk or negedge rst_n) begin
        if (!rst_n) begin
            current_gnt <= '0;
            current_ptr <= NUM_CLIENTS[$clog2(NUM_CLIENTS)-1:0] - 1'b1;
            weight_cnt  <= '0;
            is_active   <= 1'b0;
        end else begin
            if (keep_current) begin
                if (weight_cnt > 0) begin
                    weight_cnt <= weight_cnt - 1'b1;
                end
            end else begin
                if (found_next) begin
                    current_gnt <= next_gnt_search;
                    current_ptr <= next_ptr_search;
                    weight_cnt  <= next_weight_val;
                    is_active   <= 1'b1;
                end else begin
                    current_gnt <= '0;
                    is_active   <= 1'b0;
                end
            end
        end
    end
    assign o_gnt = current_gnt;
endmodule
==> flow/run.sh <==
#!/bin/bash
# OpenROAD 26Q1-2900-gdf79404cd8, Yosys 0.63+post, stock flow scripts
make -C /OpenROAD-flow-scripts/flow DESIGN_CONFIG=/design/flow/config.mk WORK_HOME=/design/flow/orfs finish
==> flow/config.mk <==
export PLATFORM = sky130hd
export DESIGN_NAME = arbiter_wrr_lock
export DESIGN_NICKNAME = arbiter_wrr_lock
export VERILOG_FILES = /design/flow/design.v
export SDC_FILE = /design/flow/constraint.sdc
export NUM_CORES = 4
export LEC_CHECK = 1
export CORE_AREA = 10 10 107 107
export DIE_AREA = 0 0 117 117
==> flow/constraint.sdc <==
current_design arbiter_wrr_lock

set clk_period 5.9
set clk_io_pct 0.2

create_clock -name clk0 -period $clk_period [get_ports {clk}]

set non_clock_inputs [all_inputs -no_clocks]
set_input_delay [expr $clk_period * $clk_io_pct] -clock clk0 $non_clock_inputs
set_output_delay [expr $clk_period * $clk_io_pct] -clock clk0 [all_outputs]
==> Implementation_results.wiki <==
== Flow metrics ==
{| class="wikitable"
! Metric !! Value
|-
| Count of flip-flops with a built-in enable after synthesis || 0
|-
| Dominant flop cell || sky130_fd_sc_hd__dfrtp_1
|-
| Worst EP arrival || 3.86 ns
|-
| Number of H-tree branching levels || 1
|-
| Worst vdd ir || 0.175 mV
|-
| Slew of the pin with the lowest slew margin || 0.768 ns
|-
| Final worst path period need || 3.70 ns
|-
| Core box area || 0.00920 mm²
|-
| Master of the slowest instance on the critical path || sky130_fd_sc_hd__dfstp_2
|-
| Leakage || 0.000671 µW
|-
| Residual DRC count || 0
|-
| Pwr dens || 617 mW/mm²
|-
| Post-detailed-routing wire length || 3930 µm
|-
| Slowest cell delay on critical path || 0.93 ns
|-
| Post-cts hold-fix buffer tally || 0
|-
| Total grt overflow || 0
|-
| Clock Sink Count || 11
|-
| Detailed-route via count || 1365
|-
| Avg Vias per Cell || 4.60
|-
| HPWL after DPL || 3170 µm
|-
| Initial antenna violation count || 0
|-
| Number of diodes || 0
|-
| Proportion of netlist area held by the largest area contributor || 16.3%
|-
| Top fanout value on the critical path || 32
|-
| Worst path cell trace || inv_1, ha_1, a21bo_2, o22ai_1, a2111oi_1, a2111oi_0, or4_1, o211ai_1
|-
| Most instantiated cells after synthesis || sky130_fd_sc_hd__nand2_1 (14), sky130_fd_sc_hd__a21oi_1 (10), sky130_fd_sc_hd__dfrtp_1 (9)
|-
| Clock tree from TritonCTS || done
|-
| GP Congestion || 0.827
|-
| TritonCTS Buffers || 3
|-
| Global routing usage summed across all routing layers || 5.98%
|-
| Area of the mapped netlist || 0.00138 mm²
|-
| Max-slew headroom || 48.7%
|-
| Number of cell instances after yosys synthesis || 159
|-
| Final clock period utilization by the worst path || 62.8%
|-
| Seq cells post-synth || 11
|-
| Number of logged tool warnings || 30
|-
| Total number of placement rows || 35
|-
| Pin count of the biggest net entering global routing || 33
|-
| Number of failing setup endpoints in the final timing report || 0
|-
| Initial detailed-routing violation count || 38
|-
| Pre-Place Util || 15.0%
|-
| Port Buf Inserts || 29
|-
| Ranking of synthesized cells by area || sky130_fd_sc_hd__dfrtp_1 (16%), sky130_fd_sc_hd__mux2_2 (6.5%), sky130_fd_sc_hd__ha_1 (6.4%)
|-
| Die span in x || 117 µm
|-
| Number of I/O pins || 30
|-
| Number of distinct library cells after synthesis || 50
|-
| WL/cell || 13.2 µm
|-
| Top-count cell post-synth || sky130_fd_sc_hd__nand2_1
|-
| Register share after synthesis || 20.1%
|-
| Sum of negative setup slack || 0 ns
|-
| Maximum frequency from static timing analysis || 270 MHz
|-
| Worst setup path category || register to register
|-
| Vias in the first global route || 1339
|-
| Worst skew pair latency || 0.24 ns
|-
| Global-route wire length before repair || 6740 µm
|-
| Finished Core Util || 19.9%
|-
| Fraction of registers with async set or reset after synthesis || 100%
|-
| Unrepaired setup endpoints after global routing || no
|-
| Die Outline Area || 0.0137 mm²
|-
| Critical Path RT || 6.05 ns
|-
| Final hold violation count || 0
|-
| Setup Skew || 0.00425 ns
|-
| Max-slew violation count || 0
|-
| Post-CTS Repair Setup Buffers || 0
|-
| Max Cap Violations || 0
|-
| Clock root cell || sky130_fd_sc_hd__clkbuf_8
|-
| Run status || completed
|-
| Type of the most critical hold path || register to register
|-
| Die span in y || 117 µm
|-
| Synth area leader || sky130_fd_sc_hd__dfrtp_1
|-
| Pre-antenna DRT Iters || 4
|-
| Count of cells resized by post-cts repair || 0
|-
| Critical Path Sink Type || register
|-
| Worst hold slack || 0.529 ns
|-
| Area grow syn2layout || 32.4%
|-
| Clock slew seen by the registers of the worst setup and hold paths || 0.05 ns
|-
| Total cell area reported by yosys after synthesis || 0.00138 mm²
|-
| Antenna Violating Nets Remaining || 0
|-
| Warning count from the yosys run || 1
|-
| Share of cells above drive strength 1 || 12.4%
|-
| Instance tally after logic synthesis || 159
|-
| Largest buffer count on any clock path || 2
|-
| Category of the worst setup path launch point || register
|-
| Avg Cell Area, Syn || 8.67 µm²
|}
## logic make-up (layout without fill, tap and decap cells)
group	Yosys count	count (layout)	share of synthesized area, %
compound gates	56	56	32.0
buf+inv	13	40	4.17
fa+ha+maj	7	7	6.35
mux	15	15	15.0
simple gates	56	56	21.7
xor+xnor	1	1	0.635
flops	11	11	20.1
## state kept, by name, summed over array words and instances, names as in the netlist
name	count
current_gnt	4
current_ptr	2
is_active	1
weight_cnt	4
## report_power, final
part / switching (µW) / leakage (µW) / internal, µW / total, µW
registers: 68.1 / 0.000126 / 127 / 195
clock network: 26.7 / 0.0000228 / 47.3 / 74.1
logic: 462 / 0.000522 / 395 / 857
total: 557 / 0.000671 / 570 / 1130
## stage by stage
| stage | cell area (µm²) | setup slack [ns] | power (µW) | cells |
|---|---|---|---|---|
| floorplan | 1380 | 2.86 | 845 | 159 |
| global placement | 1780 | 2.06 | 1050 | 293 |
| detailed placement | 1780 | 2.02 | 1050 | 293 |
| CTS | 1830 | 2.19 | 1130 | 297 |
| global route | 1830 | 1.82 | 1250 | 297 |
| finish | 1830 | 2.20 | 1130 | 297 |
## routing by layer
metal | routed length [µm] | GRT usage, % | vias to the layer above | share of wire, %
met5 | 0 | 0 | - | 0
met4 | 69 | 1.07 | 0 | 1.8
met3 | 232 | 1.50 | 4 | 5.9
met2 | 1700 | 8.96 | 47 | 43
met1 | 1930 | 8.59 | 625 | 49
li1 | - | - | 689 | -
## worst max-delay path: cells and delay by family (launching register included)
family	cells	cell delay (ns)
buffers and inverters	1	0.31
AND-OR/OR-AND	5	1.38
flip-flops	1	0.93
adder cells (fa/ha/maj)	1	0.48
AND/OR/NAND/NOR	1	0.50
## final timing paths
path	startpoint	end	slack [ns]	cells after the start
min	current_gnt[3]$_DFFE_PN0N_	current_gnt[3]$_DFFE_PN0N_	0.53	2
max in group asynchronous	rst_n	current_ptr[1]$_DFFE_PN1P_	4.25	1
min in group asynchronous	rst_n	weight_cnt[0]$_DFFE_PN0P_	1.29	1
max	current_ptr[0]$_DFFE_PN1P_	weight_cnt[3]$_DFFE_PN0P_	2.20	8
max reg2reg	current_ptr[0]$_DFFE_PN1P_	weight_cnt[3]$_DFFE_PN0P_	2.20	8
min reg2reg	current_gnt[3]$_DFFE_PN0N_	current_gnt[3]$_DFFE_PN0N_	0.53	2
## area by class of cell
cell class	count	area [µm²]
Clock buffer	4	45.0
Inverter	6	22.5
Sequential cell	11	278
Tap cell	111	139
Timing Repair Buffer	30	298
Fill cell	1019	7370
Multi-Input combinational cell	135	1040
## cell usage in the layout (no fill, tap or decap), types with 2 or more instances in the layout
master | netlist | layout
sky130_fd_sc_hd__and2_1 | 5 | 5
sky130_fd_sc_hd__nand2_1 | 14 | 14
sky130_fd_sc_hd__a21oi_1 | 10 | 10
sky130_fd_sc_hd__nand3_1 | 7 | 7
sky130_fd_sc_hd__mux2i_1 | 2 | 2
sky130_fd_sc_hd__and3_1 | 3 | 3
sky130_fd_sc_hd__inv_1 | 6 | 6
sky130_fd_sc_hd__o221ai_1 | 6 | 6
sky130_fd_sc_hd__o211ai_1 | 5 | 5
sky130_fd_sc_hd__mux2_2 | 8 | 8
sky130_fd_sc_hd__a22oi_1 | 2 | 2
sky130_fd_sc_hd__o31ai_1 | 2 | 2
sky130_fd_sc_hd__clkdlybuf4s50_1 | 0 | 29
sky130_fd_sc_hd__mux4_1 | 2 | 2
sky130_fd_sc_hd__a221oi_1 | 5 | 5
sky130_fd_sc_hd__ha_1 | 7 | 7
sky130_fd_sc_hd__mux2_4 | 2 | 2
sky130_fd_sc_hd__dfstp_2 | 2 | 2
sky130_fd_sc_hd__nor3_1 | 2 | 2
sky130_fd_sc_hd__a2111oi_0 | 6 | 6
sky130_fd_sc_hd__or2b_1 | 3 | 3
sky130_fd_sc_hd__clkbuf_8 | 0 | 3
sky130_fd_sc_hd__o21ai_0 | 6 | 6
sky130_fd_sc_hd__nand2b_1 | 3 | 3
sky130_fd_sc_hd__dfrtp_1 | 9 | 9
sky130_fd_sc_hd__or4_1 | 3 | 3
sky130_fd_sc_hd__nor2_1 | 6 | 6
sky130_fd_sc_hd__nor2b_1 | 5 | 5
Power figures rest on the tool's default switching activity, not on a simulated workload.
